File: /design/flow/config.mk
export PLATFORM = sky130hd
export DESIGN_NAME = ShiftRegister
export DESIGN_NICKNAME = ShiftRegister
export VERILOG_FILES = /design/flow/design.v
export SDC_FILE = /design/flow/constraint.sdc
export NUM_CORES = 4
export LEC_CHECK = 1
export CORE_AREA = 10 10 77 77
export DIE_AREA = 0 0 87 87
File: /design/flow/constraint.sdc
current_design ShiftRegister

set clk_period 1.4
set clk_io_pct 0.2

create_clock -name clk0 -period $clk_period [get_ports {clk}]

set non_clock_inputs [all_inputs -no_clocks]
set_input_delay [expr $clk_period * $clk_io_pct] -clock clk0 $non_clock_inputs
set_output_delay [expr $clk_period * $clk_io_pct] -clock clk0 [all_outputs]
File: /design/flow/design.v
package my_pkg;
    parameter TRUE_T = 1'b1;
    parameter FALSE_T = 1'b0;
    parameter CLOCK_CYCLE_T = 10; 
    parameter CLOCK_WIDTH_T = CLOCK_CYCLE_T/2;
    parameter IDLE_CLOCKS_T = 2;
    typedef bit bit_t;
    typedef logic [7:0] byte_t;
    typedef logic [6:0] address_t;
    typedef logic wr_en_t;
    typedef logic done_t;
    typedef bit ACKT_t;
endpackage
module DFF (
    Q, Clock, Clear, D
);
    output reg Q;
    input Clock;
    input Clear;     
    input D;
    always_ff @(posedge Clock or negedge Clear) begin
        if (~Clear) Q <= '0;
        else        Q <= D;
    end
endmodule       
module Mux8to1 (
    Y, V, S
);
    parameter SELECT_BITS = 3;
    localparam INPUT_BITS = 2 ** SELECT_BITS;
    output Y;
    input [INPUT_BITS-1:0] V;
    input [SELECT_BITS-1:0] S;
    assign Y = V[S];
endmodule
module ShiftRegister (
    Q, clk, Clear, D, S, MSBIn, LSBIn
);
    parameter nBits = 8;
    output [nBits-1:0] Q;
    input clk;
    input Clear;
    input [nBits-1:0] D;
    input [$clog2(nBits)-1:0] S;
    input MSBIn;
    input LSBIn;
    wire [7:0] Y;
    genvar i;
    Mux8to1 MuxFirst(.Y(Y[0]), .V({1'b0, Q[1], Q[7], Q[1], LSBIn, Q[1], D[0], Q[0]}), .S(S));
    generate
        for(i = 0; i < (nBits-2); i = i + 1) begin:Mux
            Mux8to1 m (.Y(Y[i+1]), .V({Q[i], Q[i+2], Q[i], Q[i+2], Q[i], Q[i+2], D[i+1], Q[i+1]}), .S(S));
        end
    endgenerate
    Mux8to1 MuxLast(.Y(Y[7]), .V({Q[6], Q[7], Q[6], Q[0], Q[6], MSBIn, D[7], Q[7]}), .S(S));
    genvar j;
    generate
        for(j = 0; j < (nBits); j = j + 1) begin:Dff
            DFF FF0(.Q(Q[j]), .Clock(clk), .Clear(Clear), .D(Y[j]));
        end
    endgenerate
endmodule
File: /design/flow/run.sh
#!/bin/bash
# OpenROAD 26Q1-2900-gdf79404cd8, Yosys 0.63+post, stock flow scripts
make -C /OpenROAD-flow-scripts/flow DESIGN_CONFIG=/design/flow/config.mk WORK_HOME=/design/flow/orfs finish
==> impl_metrics.ini <==
; implementation run metrics
[outcome]
outcome = complete, no violations

[timing]
whs_ps = 345.6
final.setup_skew_ps = 2.421
fin_tns_setup_ps = 0
slew_viol_final = 0
hold_viol_final = 0
finalCritPeriodShare_pct = 95.74
tightest_slew_ps = 381.0
setup_viol = 0
max_slew_margin_pct = 74.52
max_freq_mhz = 746.1
min_period_ps = 1340
worst_slack_ps = 59.63
rsz0062_at_grt = no

[die]
die_area_sq_um = 7569
rows = 24
fp_util_pct = 13.05
fp.dieW_um = 87
coreArea_sq_um = 4354
die_h_um = 87
ios = 23

[layout]
final_area_sq_um = 939.7
fillers = 454
syn_to_final_growth_pct = 65.42
fin_cells = 122
utilization_pct = 21.58
drive_gt1_share_pct = 41.43

[global_route]
grt_max_degree = 10
grt_pass1_wl_mm = 2.380
grt_pass1_vias = 432
gr-total-overflow = 0
grt_usage_pct = 4.079
grt_antenna_before_repair = 0

[routing]
vias_per_cell = 3.344
dr_total_vias = 408
drc = 0
drtPass1Iterations = 3
diodes = 0
routed_wl_mm = 1.469
ant_nets = 0
wl_per_cell_um = 12.04
drt_iter0_markers = 2

[synthesis]
postSynthAreaPerCell_sq_um = 14.20
ys_cells = 40
ys_ff = 8
yosysWarnings = 1
synthCells = 40
netlist_area_sq_um = 568.0
netlist-cell-type-count = 17
yosys_area_sq_um = 568.0
ys_seq_share_pct = 35.24

[clocking]
clk_path_buf_depth = 2
clk_pin_slew_ps = 40
cts_made_buffers = 3
cts_tree = yes
holdBufCountCts = 0
clock.latency.late_pin_ps = 220
clkSinkCount = 8
htree_levels = 1
root_buffer = clkbuf_8

[min_path]
holdCritPathClass = input pin to async pin

[setup_path]
path_cells = clkdlybuf4s50_1
critPathBufInv = 1
critical_path.max_fanout = 3
cp_top_family = buffers and inverters
start_kind = flip-flop
end_kind = output pin
cp.required_ps = 1120
cp_slowest_cell = clkdlybuf4s50_1
critical_path_arrival_ps = 1060
worst_path_largest_cell_delay_ps = 480
critPathKind = flip-flop to output pin

[placement]
dp_hpwl_mm = 1.240
placed_cell_area_sq_um = 829.5
place_ws_ps = -290.4
numPortBuffers = 22
finalWeightedCongestion = 0.7315
dp.cells = 111

[flow_run]
drv_cap = 0
warnings = 25

[power_and_ir_drop]
power_leakage_nw = 0.3982
peakVddDrop_uv = 358.7
powerDensity_nw_per_um2 = 1159
finalPower_mw = 1.089
[layout by cell type, fill, tap and decap left out]
master / n
nor2b_1: 2
clkdlybuf4s50_1: 19
xnor2_1: 1
and4bb_1: 1
nand2b_1: 1
nand3b_1: 1
mux4_2: 6
a221oi_2: 1
buf_6: 1
mux2i_1: 3
dlymetal6s2s_1: 1
a211oi_2: 1
a2bb2oi_1: 1
dlygate4sd2_1: 2
nor2_8: 1
clkbuf_8: 3
dfrtp_1: 8
o21ai_1: 1
mux2_4: 1
buf_4: 15
[cell families after synthesis]
group / share of synthesized area (%)
buffers and inverters: 14.76
muxes: 31.72
and+or+nand+nor: 10.35
xor gates and xnor gates: 1.542
AOI/OAI and AO/OA: 6.387
DFF: 35.24
[routing by layer]
layer  global-route usage (%)  up-vias  part of all wire (%)
li1                         -      210                     -
met1                    5.653      181                    47
met5                        0        -                     0
met3                    2.547        0                    11
met2                    5.596       17                    42
met4                        0        0                     0
[synth_stat cells (all sizes together)]
cell	count	area [sq um]
a211oi	1	7.510
a221oi	1	15.01
a2bb2oi	1	8.760
and4bb	1	12.51
buf	11	83.82
dfrtp	8	200.2
mux2	1	15.01
mux2i	3	30.03
mux4	6	135.1
nand2b	1	6.260
nand3b	1	7.510
nor2	1	20.02
nor2b	2	12.51
o21ai	1	5.000
xnor2	1	8.760
[report_power, final]
group	switching (mW)	internal [mW]	total [mW]
clock network	0.0818	0.185	0.267
registers	0.0431	0.302	0.346
logic	0.123	0.354	0.476
total	0.248	0.841	1.09
[what timing repair did]
| item | 4_1_cts | 5_1_grt |
|---|---|---|
| endpoints found under the setup margin | 7 | 6 |
| pin swaps | 3 | 0 |
| hold endpoints to repair | 0 | 0 |
| gates resized | 4 | 1 |
| setup buffers | 3 | 5 |
[cell type report]
class	instances	area, sq um	area share (%)
Tap cell	52	65.06	6.924
Sequential cell	8	200.2	21.30
Multi-Input combinational cell	21	289.0	30.76
Clock buffer	3	41.29	4.394
Timing Repair Buffer	38	344.1	36.62
[final timing paths]
path | start | to | slack [ps] | depth (start not counted)
worst min-delay path | Clear | async pin | 350 | 1
max in group asynchronous | Clear | async pin | 780 | 1
worst max-delay path | flip-flop | Q[2] | 60 | 1
worst min register to register | flip-flop | flip-flop | 620 | 2
worst max register to register | flip-flop | flip-flop | 200 | 4
min in group clk0 | flip-flop | flip-flop | 620 | 2
